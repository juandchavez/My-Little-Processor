===== flow/run.sh =====
#!/bin/bash
# OpenROAD 26Q1-2900-gdf79404cd8, Yosys 0.63+post, stock flow scripts
make -C /OpenROAD-flow-scripts/flow DESIGN_CONFIG=/design/flow/config.mk WORK_HOME=/design/flow/orfs finish

===== flow/config.mk =====
export PLATFORM = sky130hd
export DESIGN_NAME = microprocessor
export DESIGN_NICKNAME = microprocessor
export VERILOG_FILES = /design/flow/design.v
export SDC_FILE = /design/flow/constraint.sdc
export NUM_CORES = 4
export LEC_CHECK = 1
export CORE_AREA = 10 10 99 99
export DIE_AREA = 0 0 109 109

===== flow/constraint.sdc =====
current_design microprocessor

set clk_period 2.7
set clk_io_pct 0.2

create_clock -name clk0 -period $clk_period [get_ports {CLK}]

set non_clock_inputs [all_inputs -no_clocks]
set_input_delay [expr $clk_period * $clk_io_pct] -clock clk0 $non_clock_inputs
set_output_delay [expr $clk_period * $clk_io_pct] -clock clk0 [all_outputs]

===== flow/design.v =====
`timescale 1ns / 1ps
module alu(A, B, S, CIN, Y);
    input [3:0] A, B;
    input [2:0] S;
    input CIN;
    output reg [3:0] Y;
    always@(A or B or S or CIN or Y)
    begin 
        case(S)
            3'b000: Y <= A + B + CIN;
            3'b001: Y = A + ~B + CIN;
            3'b010: Y = B;
            3'b011: Y = A;
            3'b100: Y = A&B;
            3'b101: Y = A|B;
            3'b110: Y = ~A;
            3'b111: Y = A ^ B;
        endcase
    end
endmodule
`timescale 1ns / 1ps
module controlpath(CLK, RESET, CLR, W, CE, SEL, S);
    input CLK, RESET;
    output reg CLR;
    output reg [3:0] CE;
    output reg [2:0] W, S;
    output reg [1:0] SEL;
    reg[2:0] curr_state, next_state;
    parameter S0 = 3'b000,
              S1 = 3'b001,
              S2 = 3'b010,
              S3 = 3'b011,
              S4 = 3'b100,
              S5 = 3'b101;
    always@(posedge CLK or posedge RESET)
    begin
        if(RESET)
            curr_state <= S0;
        else
            curr_state <= next_state ;
    end
    always@(curr_state)
    begin
        case(curr_state)
            S0:  
            begin
                CLR = 1'b1;  
                W = 3'b000;
                CE = 4'b0000;
                SEL = 2'b11;
                S = 3'b000;
                next_state <= S1;
            end
            S1:  
            begin
                CLR = 1'b0;      
                W = 3'b000;      
                CE = 4'b0011;    
                SEL = 2'b00;     
                S = 3'b010;      
                next_state <= S2;
            end
            S2:  
            begin
                CLR = 1'b0;
                W = 3'b000;
                CE = 4'b1011;    
                SEL = 2'b00;     
                S = 3'b010;      
                next_state <= S3;
            end
            S3:  
            begin
                CLR = 1'b0; 
                W = 3'b000;
                CE = 4'b1011;    
                SEL = 2'b01;     
                S = 3'b001;      
                next_state <= S4;
            end
            S4:  
            begin
                CLR = 1'b0;
                W = 3'b100;      
                CE = 4'b1100;    
                SEL = 2'b11;     
                S = 3'b011;      
                next_state <= S5;
            end
            S5:  
            begin
                CLR = 1'b0;
                W = 3'b100;      
                CE = 4'b0100;    
                SEL = 2'b11;     
                S = 3'b011;      
                next_state <= S0;
            end
        endcase
    end
endmodule
`timescale 1ns / 1ps
module datapath( CLK, M0, M1, M2, CIN, CLR, W, CE, SEL, S, R0, R1, R2);
    input [3:0] M0, M1, M2, CE;  
    input [2:0] W, S;            
    input [1:0] SEL;             
    input CIN, CLR,CLK;          
    output [3:0] R0, R1, R2;     
    wire GND;
    wire [3:0] Y0, Y1, Y2, Y3, A, B;
    assign GND = 4'b0000;
    mux mux0(M0, A, W[0], Y0);
    mux mux1(M1, A, W[1], Y1);
    mux mux2(M2, A, W[2], Y2);
    dflipflop dff0(Y0, CE[0], CLR, CLK, R0);
    dflipflop dff1(Y1, CE[1], CLR, CLK, R1);
    dflipflop dff2(Y2, CE[2], CLR, CLK, R2);
    mux4 mux40(R0,R1,R2,GND,SEL,B);
    alu alu0(A, B, S, CIN, Y3);
    dflipflop dff3(Y3, CE[3], CLR, CLK, A);
endmodule
`timescale 1ns / 1ps
module dflipflop(D, CE, CLR, CLK, Q);
    input [3:0] D;
    input CE, CLK, CLR;
    output reg [3:0] Q;
    always@(posedge CLK or posedge CLR)
    begin
        if(CLR)
            Q <= 0;
        else if (CE)
            Q <= D;
    end
endmodule
`timescale 1ns / 1ps
module microprocessor(CLK, SW1, M0, M1, M2, CIN, R0, R1, R2);
    input CLK, SW1, CIN;
    input [3:0] M0, M1, M2;
    output[3:0] R0, R1, R2;
    wire CLR;
    wire [1:0] SEL;
    wire [2:0] W,S;
    wire [3:0] CE;
    controlpath fsm(CLK, SW1, CLR, W, CE, SEL, S);
    datapath data(CLK, M0, M1, M2, CIN, CLR, W, CE, SEL, S, R0, R1, R2);
endmodule
`timescale 1ns / 1ps
module mux4(D0, D1, D2, D3, SEL, Y);
    input [3:0] D0, D1, D2, D3;
    input [1:0] SEL;   
    output reg [3:0] Y;
    always@(D0 or D1 or D2 or D3 or SEL)
    begin
        case(SEL)
            2'b00: Y = D0;
            2'b01: Y = D1;
            2'b10: Y = D2;
            2'b11: Y = D3;
        endcase
    end
endmodule
`timescale 1ns / 1ps
module mux(D0,D1,S,Y);
    input [3:0] D0,D1;
    input S;
    output reg [3:0] Y;
    always@(D0 or D1 or S)
    begin
        if(S == 0)
            Y = D0;
        else
            Y = D1;
    end
endmodule

==> impl_metrics.env <==
# source this file to load flow results
export IMPL_critPathTopFamily="adder cells"
export IMPL_cts_buffers_inserted=3
export IMPL_synthCells=136
export IMPL_power_frac_seq_pct=45.8
export IMPL_r2r_slack_ns=0.27
export IMPL_enable_flop_cells=0
export IMPL_gr_usage_all_layers_pct=4.94
export IMPL_gp_congestion=0.761
export IMPL_die_w_um=109
export IMPL_drtIter0Drc=18
export IMPL_post_cts_buffers=0
export IMPL_rsz0062_at_grt="false"
export IMPL_path_cells="mux2i_1 > a2bb2oi_2 > inv_1 > ha_1 > inv_1 > ha_1 > a21oi_1 > fa_1 > xor2_1 > a221oi_1 > o31ai_1"
export IMPL_layout_top_cell="clkdlybuf4s50_1"
export IMPL_start_kind="register"
export IMPL_power_uw=864
export IMPL_top_cell_area_share_pct=32.8
export IMPL_holdCritPathClass="primary input to asynchronous set/reset pin"
export IMPL_grt_pass1_vias=1045
export IMPL_root_buffer="clkbuf_8"
export IMPL_max_cap_viol_count=0
export IMPL_slowest_stage="dfrtp_1"
export IMPL_intPower_uw=607
export IMPL_fin_setup_tns_ns=0
export IMPL_ys_cells=136
export IMPL_yosys_warnings=6
export IMPL_ys_flop_type="dfrtp_1"
export IMPL_placed_area_mm2=0.00179
export IMPL_area_growth_pct=27.1
export IMPL_ant_nets=0
export IMPL_cp_slowest_stage_delay_ns=0.39
export IMPL_ys_sh_simple_pct=7.94
export IMPL_gr_total_overflow=0
export IMPL_cellPowerDensity_mw_per_mm2=469
export IMPL_grt_pass1_wl_um=4820
export IMPL_cts_path_max_buffers=2
export IMPL_synth_area_mm2=0.00145
export IMPL_power_share_clock_pct=22.6
export IMPL_dp_cells=258
export IMPL_dieHeight_um=109
export IMPL_io_buffers=22
export IMPL_synth_cell_types=32
export IMPL_crit_type="register to register"
export IMPL_fin_crit_ns=2.43
export IMPL_wl_um=2760
export IMPL_xor_share_pct=3.37
export IMPL_untimed_endpoints=14
export IMPL_hold_viol=0
export IMPL_ys_async_sr_fraction_pct=63.3
export IMPL_vias=982
export IMPL_yosys_area_mm2=0.00145
export IMPL_dp_final_hpwl_um=2310
export IMPL_switching_power_uw=257
export IMPL_insertion_delay_ns=0.25
export IMPL_critPathMaxFanout=3
export IMPL_timing_final_ws_setup_ns=0.272
export IMPL_logic_family="multiplexers"
export IMPL_path_buffers=2
export IMPL_fin_util_pct=23.8
export IMPL_avgRoutedWirePerCell_um=10.5
export IMPL_drive_gt1_share_pct=13.1
export IMPL_peakVddDrop_uv=176
export IMPL_swShare_pct=29.7
export IMPL_drt_pass1_iterations=6
export IMPL_largest_area_cell="dfrtp_1"
export IMPL_worst_slew_pin_slew_ns=0.639
export IMPL_openroad_warnings=36
export IMPL_die_area_mm2=0.0119
export IMPL_fp_util_pct=18.8
export IMPL_crit_path_end_kind="register"
export IMPL_instances_no_fill=262
export IMPL_mux_area_share_pct=14.2
export IMPL_htree_levels=1
export IMPL_antenna_diode_count=0
export IMPL_fmax_mhz=412
export IMPL_slew_headroom_pct=57.3
export IMPL_lay_top_cells="clkdlybuf4s50_1 (22), inv_1 (20), dfrtp_1 (19)"
export IMPL_compound_area_share_pct=11.3
export IMPL_fin_hold_ws_ns=0.453
export IMPL_worstPathRequired_ns=2.83
export IMPL_io_pins=27
export IMPL_cts_tree="done"
export IMPL_drc=0
export IMPL_fin_skew_ns=0.00279
export IMPL_p_leak_nw=0.877
export IMPL_dp_slack_ns=0.202
export IMPL_status="finished clean"
export IMPL_antenna_found_initial=0
export IMPL_clk_pin_slew_ns=0.07
export IMPL_via_per_inst=3.75
export IMPL_setup_viol=0
export IMPL_grt_start_max_net_pins=17
export IMPL_top_cells_by_area="dfrtp_1 (33%), dlxtn_1 (11%), mux2_2 (9.3%), ha_1 (8.6%), inv_1 (5.2%)"
export IMPL_p_comb_share_pct=31.6
export IMPL_rows=32
export IMPL_unclocked_regs=11
export IMPL_fin_crit_sh_pct=89.9
export IMPL_slew_viol_final=0
export IMPL_ys_flops=30
export IMPL_syn_avg_cell_area_um2=10.7
export IMPL_design_area_mm2=0.00184
export IMPL_cp_data_arrival_time_ns=2.55
export IMPL_fp_coreArea_mm2=0.00773
export IMPL_adder_share_pct=12.8
==> cell type report <==
cell class	count	area (µm²)
clock buffers	3	41.3
clock inverters	1	5.00
fillers	801	5890
inverters	20	75.1
multi-input cells	83	724
flip-flops and latches	30	641
well taps	102	128
repair buffers	23	228
==> synthesized netlist by cell type (all sizes together), types with 3 or more instances <==
cell type / n
ha: 10
nand2b: 4
o22ai: 3
nand2: 12
xor2: 3
mux2: 12
a21oi: 4
o21ai: 6
dfrtp: 19
fa: 3
nor2: 3
mux2i: 7
dlxtn: 11
inv: 20
==> worst paths after layout <==
path	from	end	cells after the start
min reg2reg	data.dff0.Q[1]	data.dff0.Q[1]	1
min	SW1	fsm.curr_state[2]	2
max	data.dff1.Q[0]	data.dff3.Q[2]	11
max reg2reg	data.dff1.Q[0]	data.dff3.Q[2]	11
min in group clk0	data.dff0.Q[1]	data.dff0.Q[1]	1
max in group asynchronous	SW1	fsm.curr_state[0]	2
==> flip-flops by register name, summed over array words and instances, names as in the netlist <==
signal / flops
data.dff0.Q: 4
data.dff1.Q: 4
data.dff2.Q: 4
data.dff3.Q: 4
fsm.CE: 3
fsm.CLR: 1
fsm.S: 2
fsm.SEL: 2
fsm.curr_state: 3
fsm.next_state: 3
==> layer usage <==
| metal | wire (µm) | global-route usage [%] |
|---|---|---|
| met1 | 1290 | 6.73 |
| met3 | 136 | 1.37 |
| met2 | 1330 | 8.10 |
| met5 | 0 | 0 |
| met4 | 0 | 0.188 |
==> power groups by stage <==
stage | registers [mW] | clock network, mW | logic [mW]
final | 0.395 | 0.195 | 0.273
after global routing | 0.408 | 0.221 | 0.322
after CTS | 0.396 | 0.203 | 0.280
==> logic make-up (layout without fill, tap and decap cells) <==
logic type | count (synthesis) | count (layout)
simple gates | 24 | 24
compound gates | 23 | 23
buf+inv | 23 | 47
mux | 19 | 19
flops | 19 | 19
fa+ha+maj | 13 | 13
latches | 11 | 11
xor+xnor | 4 | 4
==> repair_timing <==
item | 4_1_cts | 5_1_grt
gates resized | 0 | 1
hold buffers | 0 | 0
endpoints found under the setup margin | 0 | 2
endpoints found under the hold margin | 0 | 0
Power is estimated from default activity; no workload was simulated.
